==> design.v <==
`timescale 1ns / 1ps
module Multiplier #(
	parameter BitWidth = 32
)(enable, isUnsigned, multiplicand, multiplier, product);
	typedef logic[(BitWidth) - 1 : 0] TIn;
	typedef logic[(BitWidth << 1) - 1 : 0] TOut;
	input	wire enable;
	input	wire isUnsigned;
	input	TIn multiplicand;
	input	TIn multiplier;
	output	TOut product;
	wire[(2) - 1 : 0] negative;
	assign negative[0] = ~isUnsigned & multiplicand[(BitWidth) - 1];
	assign negative[1] = ~isUnsigned & multiplier[(BitWidth) - 1];
	TIn umultiplicand, umultiplier;
	assign umultiplicand = negative[0] ? ~(multiplicand - 1'b1) : multiplicand;
	assign umultiplier = negative[1] ? ~(multiplier - 1'b1) : multiplier;
	TOut tmp[BitWidth - 2];
	genvar i;
	generate
		for (i = 0; i < (BitWidth >> 1); ++i) begin
			assign tmp[i + ((BitWidth >> 1) - 2)] = ~enable ? '0 
				: (umultiplier[i << 1] ? (((BitWidth << 1)'(umultiplicand)) << (i << 1)) : '0)
				+ (umultiplier[i << 1 | 1] ? (((BitWidth << 1)'(umultiplicand)) << (i << 1 | 1)) : '0);
		end
		for (i = 0; i < ((BitWidth >> 1) - 2); ++i)
			assign tmp[i] = tmp[i + 1 << 1] + tmp[i + 1 << 1 | 1];
	endgenerate
	TOut uproduct;
	assign uproduct = tmp[0] + tmp[1];
	assign product = negative[0] ^ negative[1] ? ~uproduct + 1'b1 : uproduct;
endmodule
==> run.sh <==
#!/bin/bash
# OpenROAD 26Q1-2900-gdf79404cd8, Yosys 0.63+post, stock flow scripts
make -C /OpenROAD-flow-scripts/flow DESIGN_CONFIG=/design/flow/config.mk WORK_HOME=/design/flow/orfs finish
==> config.mk <==
export PLATFORM = sky130hd
export DESIGN_NAME = Multiplier
export DESIGN_NICKNAME = Multiplier
export VERILOG_FILES = /design/flow/design.v
export SDC_FILE = /design/flow/constraint.sdc
export NUM_CORES = 4
export LEC_CHECK = 1
export CORE_UTILIZATION = 50
==> constraint.sdc <==
current_design Multiplier

set clk_period 45.4
set clk_io_pct 0.2

create_clock -name clk0 -period $clk_period

set non_clock_inputs [all_inputs -no_clocks]
set_input_delay [expr $clk_period * $clk_io_pct] -clock clk0 $non_clock_inputs
set_output_delay [expr $clk_period * $clk_io_pct] -clock clk0 [all_outputs]
==> impl_metrics.ini <==
; yosys + openroad results
[synthesis]
ys_cells = 7616
yosysTopAreaCell = ha_1
ys_seq_share_pct = 0
top_cell = nor2_1
ys_area_mm2 = 0.0511
area_leaders = ha_1 21%, nor2_1 13%, fa_1 9.0%, xnor2_1 7.0%, a21oi_1 6.0%
syn-cell-area_mm2 = 0.0511
netlist_instances = 7616
synth.top_cell.area_share_pct = 21.4
synthTopCellsByCount = 1771 x nor2_1, 873 x ha_1, 614 x a21oi_1
synth_cell_type_count = 95
ys_warn_count = 2
synth.avg_cell_area_um2 = 6.71

[layout]
flops = 0
area_growth_pct = 6.32
seq_area_um2 = 0
n_clock_buffer = 0
final_area_mm2 = 0.0543
nFillCells = 10100
drive_above_1_share_pct = 3.26

[setup_path]
worstPathArrival_ps = 23520
crit_slowest_cell = o41ai_1
crit_top_cell = nor2_1
endpoint_kind = output pin
crit_path_max_fanout = 17
critPathRequiredTime_ps = 36320
slowest_delay_ps = 630
path_class = in2out
startpoint_type = input pin

[floorplan]
design.core.area_mm2 = 0.101
floorplanUtilization_pct = 50.7
fp.dieW_um = 322
io_pins = 130
die_area_mm2 = 0.103
rows = 116
die_y_um = 322

[drt]
via_per_inst = 5.98
first_pass_iters = 6
route.met3.wl_um = 14600
wl_per_cell_um = 21.2
wl_met2_um = 82900
ant_nets = 0
drc_errors = 0
wl_met1_um = 80700
drt_wl_total_um = 189000
vias = 53318
drtIter0Drc = 3705
top_layer = met5

[final_timing]
relSlewSlack_pct = 42.9
rsz0062_at_grt = no
tns_ps = 0
final-setup-viol-count = 0
setup_ws_ps = 12800
slew_viol_final = 0
period_used_pct = 71.8
period_minus_slack_ps = 32600
tightest_slew_ps = 846
finalHoldViolations = 0
max_freq_ghz = 0.0307

[grt]
grt_max_degree = 92
antenna_found_initial = 3
grt_pass1_vias = 50241
grt_pass1_wl_um = 290000
overflow = 0
grt_usage_pct = 37.2

[placement]
postPlaceCellArea_mm2 = 0.0543
pre_cts_slack_ps = 12980
hpwl_um = 156000
portBuffers = 130
place.gp.congestion = 1.01

[worst_hold_path]
hold_depth = 4
hp-class = in2out
hold_end = product[0]
min-delay-start = enable

[outcome]
status = completed

[power_and_ir_drop]
swShare_pct = 57.0
p_leak_uw = 0.0273
power_density_mw_per_mm2 = 149
ir_drop_v = 0.000485
p_switching_uw = 4630
internal_power_uw = 3490

[clocking]
postCtsHoldBufs = 0
cts-resized-gates = 0
post_cts_buffers = 0

[job]
openroad.warnings = 32
drv_cap = 0
==> cell usage in the layout, fill, tap and decap left out, types with 16 or more instances in the layout <==
| master | instances |
|---|---|
| a31oi_1 | 87 |
| xnor2_2 | 41 |
| xnor2_1 | 371 |
| o21ai_0 | 344 |
| nor2_1 | 1771 |
| fa_1 | 229 |
| ha_1 | 873 |
| a221oi_1 | 17 |
| o21a_1 | 97 |
| and3_1 | 80 |
| or2_2 | 46 |
| a21oi_1 | 612 |
| clkdlybuf4s50_1 | 129 |
| nand4_1 | 60 |
| a21boi_0 | 19 |
| a21o_1 | 293 |
| or3_1 | 53 |
| a211oi_1 | 57 |
| a2111oi_0 | 17 |
| nand2_1 | 361 |
| nor2b_1 | 104 |
| nand3_1 | 136 |
| a41oi_1 | 16 |
| xor2_1 | 301 |
| nor3_1 | 182 |
| a211o_1 | 23 |
| o21bai_1 | 87 |
| nor4_1 | 26 |
| inv_1 | 430 |
| o211ai_1 | 46 |
| o41ai_1 | 19 |
| and2_1 | 84 |
| nand2b_1 | 126 |
| buf_4 | 100 |
| nor3b_1 | 33 |
| o31ai_1 | 35 |
==> layout make-up <==
type	instances	area [um2]	area share, %
inverter	432	1630	3.00
antenna	2	5.00	0.00921
multi-input combinational	6891	49000	90.1
tap	1357	1700	3.13
timing repair buffer	229	2040	3.76
==> stage by stage <==
stage / total power (uW) / std cells / utilization (%) / hold WS [ps]
after floorplan: 4890 / 7616 / - / 18260
after CTS: 8080 / 8909 / 53.9 / 19240
after global placement: 8050 / 8909 / 53.9 / 19240
after detailed placement: 8040 / 8909 / 53.9 / 19240
final: 8110 / 8911 / 53.9 / 19260
after global routing: 8890 / 8910 / 53.9 / 19270
==> worst max path at each step <==
stage | from | endpoint | slack, ps
CTS | multiplicand[3] | product[63] | 12950
global route | multiplicand[3] | product[63] | 11810
finish | multiplicand[0] | product[56] | 12800
==> power by group through the flow <==
stage                 clock (uW)  sequential [uW]  combinational [uW]
after global routing  0.00000296                0                8890
after CTS                      0                0                8080
==> critical path: cells and delay by family <==
| kind | cells | cell delay, ps |
|---|---|---|
| buf+inv | 7 | 1690 |
| xor+xnor | 5 | 1210 |
| compound gates | 15 | 4360 |
| fa+ha+maj | 8 | 3540 |
| simple gates | 16 | 3630 |
==> kinds of logic (layout without fill, tap and decap cells) <==
family / after synthesis / count (layout) / share of synthesized area (%)
and+or+nand+nor: 3133 / 3133 / 27.6
other: 0 / 2 / 0
xor gates and xnor gates: 731 / 731 / 12.5
muxes: 11 / 11 / 0.218
adders and majority gates: 1102 / 1102 / 30.3
AOI/OAI and AO/OA: 1914 / 1914 / 23.9
buffers and inverters: 725 / 661 / 5.36
==> metal layers <==
layer,GRT usage [%],up-vias
met4,16.4,2
met5,0,-
met2,58.9,1713
met1,49.3,24879
met3,7.26,313
li1,-,26411
Power figures rest on the tool's default switching activity, not on a simulated workload.
